==> flow/design.v <==
module debounce_filter (input i_Clk, input i_switch,
                        output f_switch);
  parameter c_DEBOUNCE_LIMIT = 250000;   
  reg [17:0] r_Count = 0;
  reg r_State = 1'b0;
  always @(posedge i_Clk)
  begin
    if (i_switch !== r_State && r_Count < c_DEBOUNCE_LIMIT)
      r_Count <= r_Count + 1;
    else if (r_Count == c_DEBOUNCE_LIMIT)
    begin
      r_State <= i_switch;
      r_Count <= 0;
    end 
    else
      r_Count <= 0;
  end
  assign f_switch = r_State;
endmodule
module toggle_input(output wire o_input_state,
                    input wire i_Switch, i_Reset, i_Clk);
  reg r_input_state = 0, r_Switch = 0;
  wire f_Switch;
  debounce_filter F_SWITCH(.i_Clk(i_Clk), .i_switch(i_Switch), .f_switch(f_Switch));
  always @(posedge i_Clk or posedge i_Reset)
  begin
    if (i_Reset)
        begin
            r_input_state <= 0;
            r_Switch <= 0;
        end
    else
        begin
            r_Switch <= f_Switch;
                if (f_Switch == 0 && r_Switch == 1)
                r_input_state <= ~r_input_state;
        end
  end
  assign o_input_state = r_input_state;
endmodule
module input_states(output reg [1:0] o_input_states,
                    output reg o_LED_3, o_LED_4,
                   input wire in_Switch_1, in_Switch_2, i_Reset, i_Clk);
  reg [1:0] current_state, next_state;
  wire w_Switch_1, w_Switch_2;
  parameter S0 = 2'b00,
  			S1 = 2'b01,
  			S2 = 2'b10,
  			S3 = 2'b11;
  toggle_input Switch1_State(.i_Clk(i_Clk), .i_Switch(in_Switch_1), .i_Reset(i_Reset), .o_input_state(w_Switch_1));
  toggle_input Switch2_State(.i_Clk(i_Clk), .i_Switch(in_Switch_2), .i_Reset(i_Reset), .o_input_state(w_Switch_2));
  always @ (posedge i_Clk or posedge i_Reset)
    begin
      if (i_Reset)
        current_state <= S0;
      else
        current_state <= next_state;
    end
  always @ (w_Switch_1 or w_Switch_2 or current_state)
    begin
      if (w_Switch_1 == 1 && w_Switch_2 == 1)
        next_state = S3;
      else if (w_Switch_1 == 1 && w_Switch_2 == 0)
        next_state = S2;
      else if (w_Switch_1 == 0 && w_Switch_2 == 1)
        next_state = S1;
      else
        next_state = S0;
    end
  always @ (current_state)
    begin : OUTPUT_LOGIC
      case(current_state)
        S0			:	begin
          					o_input_states = 0;
          					o_LED_3 = 0;
          					o_LED_4 = 0;
        				end
        S1			:	begin
          					o_input_states = 1;
          					o_LED_3 = 0;
          					o_LED_4 = 1;
        				end
        S2			:	begin
          					o_input_states = 2;
          					o_LED_3 = 1;
          					o_LED_4 = 0;
        				end
        S3			:	begin
          					o_input_states = 3;
          					o_LED_3 = 1;
          					o_LED_4 = 1;
        				end
        default		:	begin
          					o_input_states = 0;
          					o_LED_3 = 0;
          					o_LED_4 = 0;
        				end
      endcase
    end
endmodule
module system_states(output reg o_LED_1, o_LED_2,
                     input wire [1:0] input_states,
                    input wire i_Reset, i_Clk);
  reg [2:0] current_state, next_state;
  reg [1:0] r_input_states;
  parameter initial_state = 3'b000,
  			incorrect1 = 3'b001,
  			incorrect2 = 3'b010,
  			incorrect3 = 3'b011,
  			disarmed = 3'b100;
    always @ (posedge i_Clk)
    begin
        r_input_states <= input_states;
    end
  always @ (posedge i_Clk or posedge i_Reset)
    begin : STATE_MEMORY_LOGIC
      if (i_Reset)
        current_state <= 0;
      else
        current_state <= next_state;
    end
  always @ (input_states or current_state)
    begin : NEXT_STATE_LOGIC
      if (i_Reset)
        next_state = initial_state;
      else if (r_input_states != input_states)
        begin
          case(current_state)
            initial_state		:	if (input_states == 2)
                                        next_state = incorrect1;
                                    else if (input_states == 3)
                                      next_state = disarmed;
                                    else
                                      next_state = current_state;
            incorrect1			:	if (input_states == 2)
                                        next_state = incorrect2;
                                    else if (input_states == 3)
                                      next_state = disarmed;
                                    else
                                      next_state = current_state;
            incorrect2			:	if (input_states == 2)
                                        next_state = incorrect3;
                                    else if (input_states == 3)
                                      next_state = disarmed;
                                    else
                                      next_state = current_state;
            incorrect3			:	begin
                                        next_state = current_state;
                                    end
            disarmed			:	if (input_states == 3)
                                        next_state = initial_state;
                                    else
                                      next_state = current_state;
            default				:	begin
                                        next_state = initial_state;
                                    end
          endcase
        end
        else
            next_state = current_state;
    end
  always @ (current_state)
    begin : OUTPUT_LOGIC
      case(current_state)
        initial_state		:	begin
          							o_LED_1 = 0;
          							o_LED_2 = 0;
        						end
        incorrect1			:	begin
          							o_LED_1 = 0;
          							o_LED_2 = 1;
        						end
        incorrect2			:	begin
          							o_LED_1 = 0;
          							o_LED_2 = 1;
        						end
        incorrect3			:	begin
          							o_LED_1 = 0;
          							o_LED_2 = 1;
        						end
        disarmed			:	begin
          							o_LED_1 = 1;
          							o_LED_2 = 0;
        						end
        default				:	begin
          							o_LED_1 = 0;
          							o_LED_2 = 0;
        						end
      endcase
    end
endmodule
module security_system_top (output wire o_LED_1, o_LED_2, o_LED_3, o_LED_4,
                           input wire i_Switch_1, i_Switch_2, i_Switch_4, i_Clk);
  wire [1:0] t_input_states;
  reg [1:0] r_input_states;
  input_states INPUTS(.in_Switch_1(i_Switch_1), .in_Switch_2(i_Switch_2), .i_Reset(i_Switch_4), .i_Clk(i_Clk),
                      .o_LED_3(o_LED_3), .o_LED_4(o_LED_4), .o_input_states(t_input_states));
    always @ (posedge i_Clk)
        begin
            r_input_states <= t_input_states;
        end
  system_states SYSTEM(.input_states(r_input_states), .i_Reset(i_Switch_4), .i_Clk(i_Clk), .o_LED_1(o_LED_1), .o_LED_2(o_LED_2));
endmodule
==> flow/run.sh <==
#!/bin/bash
# OpenROAD 26Q1-2900-gdf79404cd8, Yosys 0.63+post, stock flow scripts
make -C /OpenROAD-flow-scripts/flow DESIGN_CONFIG=/design/flow/config.mk WORK_HOME=/design/flow/orfs finish
==> flow/config.mk <==
export PLATFORM = sky130hd
export DESIGN_NAME = security_system_top
export DESIGN_NICKNAME = security_system_top
export VERILOG_FILES = /design/flow/design.v
export SDC_FILE = /design/flow/constraint.sdc
export NUM_CORES = 4
export LEC_CHECK = 1
export CORE_UTILIZATION = 40
==> flow/constraint.sdc <==
current_design security_system_top

set clk_period 4.0
set clk_io_pct 0.2

create_clock -name clk0 -period $clk_period [get_ports {i_Clk}]

set non_clock_inputs [all_inputs -no_clocks]
set_input_delay [expr $clk_period * $clk_io_pct] -clock clk0 $non_clock_inputs
set_output_delay [expr $clk_period * $clk_io_pct] -clock clk0 [all_outputs]
==> run notes <==
Flow results are below.

- The flow ran to the end, and the final reports show no timing, DRC or antenna violations.
- The filler cell count is 553, for reference.
- The total number of clock tree sinks is approximately 54, for reference.
- IR analysis of the VDD net gives a maximum drop of about 0.16 mV.
- The number of hold buffers added after CTS is 0, for reference.
- Walking the worst path, the cells encountered are or3_1, clkdlybuf4s50_1.
- The post-layout worst setup margin is around 1700 ps, for reference.
- The repair_antennas step left the layout with diodes totalling 0.
- The power density normalized to cell area is roughly 340 mW/mm^2, for reference.
- The share of the yosys chip area belonging to registers is 48.9%, for reference.
- The most critical min-delay path falls under flop to flop.
- The maximum number of pins on one net before global-route repair is 19, for reference.
- Before antenna repair, the detailed router went through 5 iterations.
- The root buffer cell is sky130_fd_sc_hd__clkbuf_8, for reference.
- The CTS tree is done, for reference.
- The first global-routing pass estimated roughly 6800 microns of wire.
- The number of antenna violations at the first check in global routing is 0, for reference.
- In this design, the stage delay of the slowest critical-path cell is 410 ps.
- The starting density of the core is roughly 42%, for reference.
- The later pin in the worst-skew pair is clocked with a latency of ~300 ps.
- Hold analysis shows the worst path with a depth of 0.
- The data arrival time reported for the critical path is roughly 1500 ps.
- The flow measured a signed area growth from synthesis to layout of 8.69%.
- Global routing finished with a remaining overflow of 0.
- The number of pins exceeding their max-slew limit in the final report is 0, for reference.
- The share of post-route cells with drive strength above 1 is 6.27%, for reference.
- TritonRoute output was used to compute an average wire per cell of ~12 microns.
- Total global-route track usage over all layers is about 14%.
- In this run the tightest slew margin relative to its limit is roughly half.
- Per the STA report, the cell with the highest stage delay on the worst path is sky130_fd_sc_hd__dfrtp_1.
- The synthesized area per cell is 9.69 sq um, for reference.
- The critical path startpoint category is a flop, for reference.
- The type of destination of the critical path is a primary output, for reference.
- The part of the cycle the worst path needs is 56.9%, for reference.
- For this run, design rule violations remaining after detail routing come to 0.
- The number of global-route vias before repair was 1,498.
- The worst setup path is of the flop to primary output kind.
- Yosys printed 5 warnings.
- Across all stage logs, warnings added up to 27.
- Post-CTS repair changed the size of 0 cells.
- Ranked by total cell area, the synthesized netlist is headed by sky130_fd_sc_hd__dfxtp_1 34%, sky130_fd_sc_hd__dfrtp_1 12%, sky130_fd_sc_hd__xnor2_1 9.2%.
- Per the CTS log, the buffer count on the longest clock path is 2.
- Synthesis handed over a netlist of 245 instances.
- The hold violation count in the final report is 0, for reference.
- The final count of negative-setup-slack endpoints is 0, for reference.
- The required arrival time at the worst endpoint is around 3200 ps, for reference.
- The height of the die is ~80 microns, for reference.
- The post-placement worst setup slack is between 2000 and 2500 ps, for reference.
- The pin closest to its max-slew limit shows a slew of ~770 ps.
- The cell total in the yosys stat output is 245, for reference.
- The post-detailed-placement half-perimeter wirelength is 2620 microns, for reference.
- After floorplanning, the core was divided into 27 placement rows.
- The largest total area in the synthesized netlist belongs to sky130_fd_sc_hd__dfxtp_1.
- The shortest clock period the worst path allows after layout is ~2300 ps, for reference.
- The buffer count from post-CTS setup fixing is 0, for reference.
- Input and output buffers added on the ports amount to 7.
- The max-capacitance violation count is 0, for reference.
- Summed over its instances, the top area cell type makes up 33.7% of the synthesized netlist area.
- The global placement routability congestion is 0.804, for reference.
- The count of cell types in the netlist is 32, for reference.
- The H-tree was split into 2 levels.
- The post-CTS clock slew at the launch and capture registers of the worst setup and hold paths is 90 ps, for reference.
- The routed via count divided by cell count is 5.01, for reference.
- STA shows the worst reg2reg path with a cell count of 4.
- Across all register-to-register paths, the minimum setup slack is ~2300 ps.
- The wire length recorded after detailed routing is between 3000 and 4000 microns.
- Yosys reported a register bit count of around 54.
- The remaining antenna violation count after routing is 0, for reference.
- After routing, the total negative slack on setup checks comes to 0 ps.
- The full die area is approximately 0.0062 sq mm, for reference.
- The number of primary I/O pins is 8, for reference.
- The script extracted a total leakage power of ~0.87 nW.
- The area inside the core boundary is ~0.0056 sq mm, for reference.
- The most common cell after layout, fill and taps aside is sky130_fd_sc_hd__nor2_1, for reference.
- The DRC marker count from the first detailed-route iteration is 80, for reference.
- The die outline width is 79.1 microns, for reference.
- The maximum operating frequency is 439 MHz, for reference.
- The vias after detailed routing is ~1,600, for reference.
- The maximum fanout along the worst path is 4, for reference.
- The top cell types in the final layout, fill and taps aside, are 41 x sky130_fd_sc_hd__nor2_1, 40 x sky130_fd_sc_hd__dfxtp_1, 25 x sky130_fd_sc_hd__xnor2_1.
- The summed standard-cell area reported by yosys is 0.00237 sq mm, for reference.
- After synthesis the cells add up to between 0.002 and 0.0025 sq mm.
- The CTS report gives the tree buffer count as 5.
- Setup repair after global routing left no endpoint under its margin.
- After layout, the setup clock skew is reported as 8.09 ps.
[cell type report]
class	instances	area, sq um	area share (%)
Sequential cell	54	1160	45.0
Timing Repair Buffer	7	70.1	2.71
Tap cell	72	90.1	3.49
Clock buffer	7	76.3	2.96
Multi-Input combinational cell	174	1130	43.8
Clock inverter	1	7.51	0.291
Inverter	12	45.0	1.75
[cells by family (layout without fill, tap and decap cells)]
logic type,Yosys count,after routing,share of synthesized area (%)
AND-OR/OR-AND,12,12,4.85
XOR/XNOR,35,35,12.9
adder cells (fa/ha/maj),4,4,2.11
buffers and inverters,17,27,3.48
flip-flops,54,54,48.9
AND/OR/NAND/NOR,123,123,27.7
[synth_stat cells]
cell	n
sky130_fd_sc_hd__nor3_4	2
sky130_fd_sc_hd__a41oi_1	2
sky130_fd_sc_hd__and2_1	3
sky130_fd_sc_hd__nand2b_1	5
sky130_fd_sc_hd__a311oi_1	1
sky130_fd_sc_hd__buf_6	2
sky130_fd_sc_hd__ha_1	4
sky130_fd_sc_hd__nor4_1	16
sky130_fd_sc_hd__edfxtp_1	2
sky130_fd_sc_hd__dfrtp_1	11
sky130_fd_sc_hd__nor2b_1	4
sky130_fd_sc_hd__or4_4	2
sky130_fd_sc_hd__buf_2	3
sky130_fd_sc_hd__a21boi_1	1
sky130_fd_sc_hd__dfstp_2	1
sky130_fd_sc_hd__a31oi_1	1
sky130_fd_sc_hd__nand3_1	14
sky130_fd_sc_hd__nor3_1	7
sky130_fd_sc_hd__and4_1	1
sky130_fd_sc_hd__xnor2_1	25
sky130_fd_sc_hd__nor4b_1	2
sky130_fd_sc_hd__or2_2	3
sky130_fd_sc_hd__o31ai_4	2
sky130_fd_sc_hd__nor2_1	41
sky130_fd_sc_hd__o31a_1	2
sky130_fd_sc_hd__a21oi_1	3
sky130_fd_sc_hd__inv_1	12
sky130_fd_sc_hd__xor2_1	10
sky130_fd_sc_hd__dfxtp_1	40
sky130_fd_sc_hd__or3_1	1
sky130_fd_sc_hd__nand4_1	14
sky130_fd_sc_hd__nand2_1	8
[worst paths after layout]
kind | start | to
setup / recovery | SYSTEM.current_state[2]$_DFF_PP0_ | o_LED_2
min in group asynchronous | i_Switch_4 | SYSTEM.current_state[4]$_DFF_PP0_
hold / removal | r_input_states[1]$_DFF_P_ | SYSTEM.r_input_states[1]$_DFF_P_
max in group asynchronous | i_Switch_4 | SYSTEM.current_state[0]$_DFF_PP1_
setup reg to reg | INPUTS.Switch1_State.F_SWITCH.r_Count[4]$_SDFF_PN0_ | INPUTS.Switch1_State.F_SWITCH.r_Count[3]$_SDFF_PN0_
hold reg to reg | r_input_states[1]$_DFF_P_ | SYSTEM.r_input_states[1]$_DFF_P_
[metrics by stage]
stage	util, %	instance area (sq um)	cells	hold WS (ps)	power (W)
6_report	46.0	2580	327	351	0.000877
5_1_grt	46.0	2580	327	362	0.000924
4_1_cts	46.0	2580	327	356	0.000893
3_5_place_dp	44.5	2500	319	338	0.000601
3_3_place_gp	44.5	2500	319	330	0.000601
2_1_floorplan	-	2370	245	325	0.000592
[state kept, by name, summed over array words and instances, names as in the netlist, 2 cells and up]
name and cells:
SYSTEM.current_state 5, INPUTS.Switch1_State.F_SWITCH.r_Count 18, r_input_states 2, INPUTS.Switch2_State.F_SWITCH.r_Count 18, SYSTEM.r_input_states 2, INPUTS.current_state 3
[critical path: cells and delay by family, from the launching register on]
kind | cells | cell delay [ps]
flops | 1 | 410
buf+inv | 1 | 400
simple gates | 1 | 370
[routing by layer]
layer / track usage (%) / routed length (microns)
met2: 21.5 / 1580
met4: 1.82 / 60
met1: 21.3 / 2060
met3: 2.57 / 125
met5: 0 / 0
[power breakdown]
group / switching [W] / internal (W)
clock network: 0.000164 / 0.000124
logic: 0.0000199 / 0.0000130
registers: 0.00000758 / 0.000548
Power and IR drop assume default switching activity.
